## design.v

```verilog
module comp_sign (
    input logic [31:0] A,B,
    output logic branch_greater,
    output logic branch_less
);
    logic signed [31:0] A_sign, B_sign;
    assign A_sign = $signed(A);
    assign B_sign = $signed(B);
    assign branch_less = (A_sign < B_sign) ? 1'b1 : 1'b0; 
    assign branch_greater = (A_sign >= B_sign) ? 1'b1 : 1'b0;
endmodule
```

## run.sh

```bash
#!/bin/bash
# OpenROAD 26Q1-2900-gdf79404cd8, Yosys 0.63+post, stock flow scripts
make -C /OpenROAD-flow-scripts/flow DESIGN_CONFIG=/design/flow/config.mk WORK_HOME=/design/flow/orfs finish
```

## config.mk

```make
export PLATFORM = sky130hd
export DESIGN_NAME = comp_sign
export DESIGN_NICKNAME = comp_sign
export VERILOG_FILES = /design/flow/design.v
export SDC_FILE = /design/flow/constraint.sdc
export NUM_CORES = 4
export LEC_CHECK = 1
export CORE_AREA = 10 10 88 88
export DIE_AREA = 0 0 98 98
```

## constraint.sdc

```tcl
current_design comp_sign

set clk_period 3.3
set clk_io_pct 0.2

create_clock -name clk0 -period $clk_period

set non_clock_inputs [all_inputs -no_clocks]
set_input_delay [expr $clk_period * $clk_io_pct] -clock clk0 $non_clock_inputs
set_output_delay [expr $clk_period * $clk_io_pct] -clock clk0 [all_outputs]
```

==> flow_summary_export.csv <==
group,metric,value,unit
run_status,outcome,"finished clean",
global_route,grt_max_degree,4,
global_route,globalRouteMet1Util,7.71,%
power_and_ir_drop,max-vdd-ir-drop,0.0396,mV
timing,timing.hold.ws,1.92,ns
finish,drive_gt1_share,40.4,%
yosys,mux_share,1.21,%
power_and_ir_drop,p_clk_share,0,%
die,fp.dieH,98,microns
global_route,grt_pass1_vias,1142,
finish,nFlopsAndLatches,0,
power_and_ir_drop,internal_power,0.000145,W
global_route,grt-ovfl-total,0,
run,warnings,32,
timing,fmax,320,MHz
yosys,synth_warnings,0,
detailed_routing,wl_per_cell,11.8,microns
yosys,synth_cells,115,
timing,finalCriticalPeriod,3.13,ns
critical_path,crit_arrival,2.47,ns
critical_path,cp.required,2.64,ns
yosys,synth_area,826,sq um
timing,drv_slew,0,
critical_path,cp-end-kind,"primary output",
detailed_routing,routed_wl,3170,microns
timing,setup_viol,0,
critical_path,crit_family,"buffers and inverters",
detailed_routing,drc,0,
die,fp-utilization,13.9,%
yosys,top_area_cell,"ha_1",
timing,finalHoldViolCount,0,
global_route,top_usage_layer,"met2",
power_and_ir_drop,comb_power_share,100.0,%
global_route,grt_pass1_wl,5100,microns
critical_path,crit_path_max_fanout,3,
die,fp.coreArea,0.00592,sq mm
die,dieArea,0.00960,sq mm
finish,area_growth_syn_to_layout,140,%
global_route,track_usage,6.04,%
run,cap_violations,0,
worst_hold_path,min_from,"B[31]",
critical_path,critPathLaunch,"A[22]",
yosys,top_cell_area_share,48.5,%
timing,max_slew_margin,82.1,%
placed_design,post-place-ws,-0.639,ns
detailed_routing,n_antenna_cell,0,
critical_path,crit_type,"in2out",
yosys,ys_seq_share,0,%
detailed_routing,viasPerCell,3.87,
die,ioPinCount,66,
placed_design,routabilityCongestion,0.764,
power_and_ir_drop,p_sw,0.0000894,W
critical_path,worstPathCellList,"clkdlybuf4s50_1 -> ha_4 -> and4_4 -> a221oi_2 -> o21ai_1 -> a21oi_2 -> buf_4 -> xnor2_1 -> buf_2",
timing,worstMarginPinSlew,0.267,ns
finish,seq_area,0,sq um
yosys,logic_family,"adder cells",
critical_path,max_stage_delay,0.51,ns
power_and_ir_drop,switching_share,38.1,%
yosys,xor_area_share,1.06,%
detailed_routing,dr_total_vias,1036,
critical_path,crit_buf_inv,3,
yosys,yosysUniqueCellTypes,20,
power_and_ir_drop,share_seq_of_total_power,0,%
worst_hold_path,hold_class,"in2out",
global_route,gr-usage-met3,0.925,%
finish,lay_top_count,"clkdlybuf4s50_1",
detailed_routing,firstDrtPassIters,3,
die,rows,28,
yosys,synth_chip_area,826,sq um
global_route,met2_usage,11.0,%
placed_design,dp_hpwl,2660,microns
finish,final_cell_mix,"clkdlybuf4s50_1 (26), ha_4 (21), inv_1 (19)",
yosys,topCellsByArea,"ha_1 (48%), inv_1 (15%), a21oi_1 (6.1%)",
power_and_ir_drop,p_per_area,118,mW/mm^2
power_and_ir_drop,leakage,0.958,nW
yosys,simple_gate_share,14.1,%
placed_design,io_buffers,66,
detailed_routing,drtIter0Drc,16,
yosys,avgSynthCellArea,7.18,sq um
global_route,antenna_found_initial,0,
detailed_routing,antenna_left,0,
timing,fin_ws,0.175,ns
clock_tree,cts_hold_buf,0,
critical_path,critPathSlowestCell,"clkdlybuf4s50_1",
placed_design,dp_cells,265,
yosys,fa_ha_area_share,48.5,%
timing,rsz0062_at_grt,"false",
timing,finalClockPeriodUsage,94.7,%
yosys,ys_sh_aoi,19.7,%
finish,final_cells,268,
critical_path,crit_path_start_kind,"input port",
die,fp.dieW,98,microns
yosys,ys_cells,115,
finish,clkbuf_count,0,
## logic make-up (layout without fill, tap and decap cells)
family | after synthesis | after routing
AND/OR/NAND/NOR | 22 | 22
AND-OR/OR-AND | 25 | 25
multiplexers | 1 | 1
adder cells (fa/ha/maj) | 32 | 32
buffers and inverters | 34 | 112
XOR/XNOR | 1 | 1
## cells in the mapped netlist
library cell / number
nor4_1: 1
and4_1: 3
a21oi_2: 1
xnor2_1: 1
a221o_1: 2
a31oi_1: 1
o21ai_1: 2
nand3_1: 3
o21ai_0: 2
a211o_2: 1
inv_1: 34
mux2i_1: 1
and2_4: 1
nor2_1: 3
a221oi_1: 2
nand4_1: 3
a21o_1: 4
ha_1: 32
nand2_1: 8
a21oi_1: 10
## cell type report
type	count	area [sq um]
Fill cell	609	3940
Inverter	34	128
Multi-Input combinational cell	81	1040
Tap cell	75	93.8
Timing Repair Buffer	78	717
## worst min-delay path, cell delays in order
cell	delay, ns
dlymetal6s2s_1	0.13
inv_2	0.06
ha_4	0.12
buf_4	0.12
xnor2_1	0.06
buf_2	0.11
## power groups by stage
stage         clock network [W]  logic (W)  registers, W
finish                        0   0.000234             0
global route                  0   0.000266             0
CTS                           0   0.000204             0
## metrics by stage
| step | util, % | TNS, ns | cell area [sq um] | power, W |
|---|---|---|---|---|
| finish | 33.4 | 0 | 1980 | 0.000234 |
| global route | 33.4 | 0 | 1980 | 0.000266 |
| CTS | 30.2 | 0 | 1790 | 0.000204 |
| detailed placement | 27.8 | -1.22 | 1650 | 0.000190 |
| global placement | 27.8 | -1.15 | 1650 | 0.000189 |
| floorplan | - | 0 | 826 | 0.0000744 |
## metal layers
layer	vias up	share of wire, %
met1	450	48
met4	0	0
li1	555	-
met2	31	47
met3	0	4.8
met5	-	0
## what timing repair did
action,4_1_cts,5_1_grt
pin swaps,20,31
gates resized,65,62
cloned,0,0
setup endpoints to repair,2,2
buffers inserted,3,1
## final timing paths
check / depth (start not counted) / end
worst max-delay path: 9 / branch_less
worst min-delay path: 6 / branch_less
Power figures rest on the tool's default switching activity, not on a simulated workload.
