==> ./design.v <==
module reg_file (
    input logic clk,
    input logic rst,
    input logic we3,
    input logic [4:0] a1,a2,a3,
    input logic [31:0] wd3,
    output logic [31:0] rd1,rd2
);
    logic [31:0] register [31:0];
    assign rd1 = register[a1];
    assign rd2 = register[a2];
    assign register[0] = 32'b0;
    always_ff @(posedge clk  or negedge rst) begin 
        if (rst == 0) begin
            for (int i = 0; i<32; i++) begin
                register[i] <= 32'b0;
            end
        end else
        if (we3) begin
            if (a3 != 0) begin
                register[a3] <= wd3;
            end
        end
    end
endmodule
==> ./run.sh <==
#!/bin/bash
# OpenROAD 26Q1-2900-gdf79404cd8, Yosys 0.63+post, stock flow scripts
make -C /OpenROAD-flow-scripts/flow DESIGN_CONFIG=/design/flow/config.mk WORK_HOME=/design/flow/orfs finish
==> ./config.mk <==
export PLATFORM = sky130hd
export DESIGN_NAME = reg_file
export DESIGN_NICKNAME = reg_file
export VERILOG_FILES = /design/flow/design.v
export SDC_FILE = /design/flow/constraint.sdc
export NUM_CORES = 4
export LEC_CHECK = 1
export CORE_UTILIZATION = 50
==> ./constraint.sdc <==
current_design reg_file

set clk_period 6.7
set clk_io_pct 0.2

create_clock -name clk0 -period $clk_period [get_ports {clk}]

set non_clock_inputs [all_inputs -no_clocks]
set_input_delay [expr $clk_period * $clk_io_pct] -clock clk0 $non_clock_inputs
set_output_delay [expr $clk_period * $clk_io_pct] -clock clk0 [all_outputs]
==> results.tsv <==
stage	metric	value	unit
critical_path	startpoint types	primary input	
global_route	vias in the first global route	41559	
place	I/O Buffers	113	
drt	DR vias	41852	
final_timing	fin crit share	98.2	%
synthesis	YS chip area	0.0499	sq mm
clocking	htree depth	3	
pwr	Lkg Pwr	25.8	nW
synthesis	Synth cell types	50	
place	RD Place Congestion	1.03	
final_timing	Clock Skew	0	ns
job	maxcap violations	0	
final_timing	final setup vio count	0	
final_timing	Hold Vio Cnt, Final	0	
clocking	Max clock buf depth	3	
global_route	GRT Residual Overflow	0	
drt	vias per inst	7.54	
pwr	register share of total power	49.8	%
synthesis	Yosys Instances	4164	
pwr	NetSw	4.69	mW
floorplan	Core Util at FP	50.6	%
cells_and_area	Final Instance Area	0.0569	sq mm
outcome	status	completed	
synthesis	synthesized area	0.0499	sq mm
pwr	Peak VDD IR	0.000271	V
floorplan	Core Rows	115	
synthesis	Post-Syn Area per Cell	12.0	sq um
synthesis	Post-synth ARST share	100	%
hold_path	Hold Crit Class	reg -> reg	
pwr	Int Pwr	11.9	mW
final_timing	Fmax	152	MHz
clocking	clock transition at the registers of the reported paths	0.06	ns
final_timing	Slew Viols, Final	0	
cells_and_area	Area Overhead vs Synth	14.1	%
floorplan	Top Ports	114	
drt	drt wl/cell	40.9	um
drt	final WL	227000	um
job	tool warnings	40	
place	post-place instance area	0.0533	sq mm
clocking	CTS Hold Bufs	0	
clocking	clock sink count	992	
final_timing	setup TNS	0	ns
clocking	Worst-Skew Late Latency	0.71	ns
synthesis	Commonest flop	dfrtp_1	
cells_and_area	Largest register FFs	992	
global_route	antenna violations before repair	18	
clocking	clock root buffer	clkbuf_16	
final_timing	Rel. slew slack	23.7	%
pwr	Switching Fraction	28.3	%
cells_and_area	Largest Register	register	
drt	Residual DRC	0	
critical_path	critical path class	in -> out	
drt	antenna-violating nets left	0	
drt	initial drt markers	4705	
critical_path	crit path max fanout	13	
final_timing	RSZ-0062 raised after global routing	false	
floorplan	Die Ht	318	um
critical_path	crit path DRT	5.36	ns
cells_and_area	Post-Layout Cell Count	5552	
clocking	CTS tree	built	
synthesis	Cells after Synth	4164	
clocking	post-CTS setup buffers	0	
place	placed cells	5335	
final_timing	WHS	0.516	ns
critical_path	CP Capture Type	primary output	
floorplan	core footprint	0.0986	sq mm
synthesis	Synthesis Warnings	2	
cells_and_area	Largest regs	register: 992 flops	
clocking	TritonCTS buffer count	108	
pwr	Power per Cell Area	291	mW/mm^2
floorplan	die footprint	0.101	sq mm
cells_and_area	share of layout cells above drive strength 1	34.5	%
drt	DRT Pass-1 Iters	10	
global_route	total global-route track usage	47.2	%
floorplan	Chip Width	318	um
place	dpl hpwl	140000	um
global_route	first-pass GRT wire length	317000	um
critical_path	Crit path arrival time	5.24	ns
synthesis	sequential-to-total area share from yosys stat	49.8	%
synthesis	EDFF count, synth	0	
final_timing	fin crit period	6.58	ns
pwr	clock share of power	36.4	%
global_route	largest net degree at the start of global routing	123	
clocking	Gates resized, CTS repair	0	
pwr	combinational power share	13.8	%
synthesis	register bit total from synthesis	992	
final_timing	Worst-Margin Slew	1.14	ns
[synthesized netlist by cell type, types with 4 or more instances]
cell / instances / share of area [%]
clkbuf_1: 366 / 2.8
a222oi_1: 40 / 0.80
or4_1: 64 / 0.96
a2111oi_0: 89 / 1.6
nor3b_1: 6 / 0.090
dfrtp_1: 992 / 50
mux2_1: 70 / 1.6
o21ai_0: 7 / 0.070
nor2b_1: 13 / 0.16
nand3_1: 171 / 1.7
and2_0: 9 / 0.11
and3b_1: 6 / 0.11
nor3_1: 10 / 0.10
nand4_1: 124 / 1.6
and2_1: 40 / 0.50
mux2i_1: 7 / 0.14
nand2_1: 45 / 0.34
and3_1: 307 / 3.9
a2111oi_2: 8 / 0.24
nand2b_1: 5 / 0.063
a22oi_1: 596 / 9.0
buf_1: 59 / 0.44
buf_2: 47 / 0.47
a32oi_1: 79 / 1.4
nor4_1: 4 / 0.050
a21oi_1: 4 / 0.040
nor2_1: 22 / 0.17
mux2_2: 924 / 21
a2111oi_4: 6 / 0.33
inv_1: 4 / 0.030
a22o_1: 5 / 0.088
[through the flow]
stage / total power [mW] / setup WS, ns / utilization, %
floorplan: 9.26 / 2.36 / -
global placement: 10.5 / 0.367 / 54.1
detailed placement: 10.5 / 0.380 / 54.1
CTS: 16.5 / 0.363 / 57.7
global route: 17.1 / 0.168 / 57.7
finish: 16.5 / 0.122 / 57.7
[layout by cell type, fill, tap and decap left out, drive strengths merged, types with 14 or more instances in the layout]
master,count
mux2,994
or4,64
buf,249
nand4,124
nand2,45
nor2b,14
nand3,171
clkinv,33
nor2,22
clkbuf,154
a2111oi,103
and3,307
and2,50
a22oi,596
a222oi,40
a32oi,79
clkdlybuf4s50,112
dfrtp,992
diode,19
[worst max-delay path, cell delays in order]
cell and delay (ns):
clkdlybuf4s50_1 0.81, buf_4 0.38, nor3b_4 0.81, buf_4 0.33
and2_1 0.17, buf_4 0.28, a22oi_1 0.14, nand4_1 0.13
or4_1 0.29, clkdlybuf4s50_1 0.52
[path summary, 6_finish.rpt]
check | from | endpoint | slack (ns) | depth (start not counted)
setup / recovery | a1[3] | rd1[8] | 0.12 | 10
max in group asynchronous | rst | register[6][17]$_DFFE_PN0P_ | 4.24 | 3
hold / removal | register[11][15]$_DFFE_PN0P_ | register[11][15]$_DFFE_PN0P_ | 0.52 | 1
min in group asynchronous | rst | register[18][3]$_DFFE_PN0P_ | 0.58 | 1
setup reg to reg | register[5][27]$_DFFE_PN0P_ | register[5][27]$_DFFE_PN0P_ | 5.82 | 1
hold reg to reg | register[11][15]$_DFFE_PN0P_ | register[11][15]$_DFFE_PN0P_ | 0.52 | 1
[power by group through the flow]
| stage | Sequential [mW] | Combinational, mW | Clock, mW |
|---|---|---|---|
| 5_1_grt | 8.35 | 2.43 | 6.29 |
| 6_report | 8.23 | 2.29 | 6.02 |
| 4_1_cts | 8.19 | 2.26 | 6.06 |
[area by class of cell]
| class | count | area [sq um] |
|---|---|---|
| Antenna cell | 19 | 47.5 |
| Clock buffer | 154 | 3150 |
| Clock inverter | 44 | 403 |
| Fill cell | 7989 | 41700 |
| Inverter | 4 | 15.0 |
| Multi-Input combinational cell | 2691 | 23500 |
| Sequential cell | 992 | 24800 |
| Tap cell | 1287 | 1610 |
| Timing Repair Buffer | 361 | 3350 |
[routing by layer]
metal / routed length (um) / GRT usage, %
met5: 111 / 0.520
met4: 17700 / 27.0
met3: 35600 / 26.0
met2: 94000 / 63.3
met1: 79600 / 61.5
[cells by family after synthesis]
logic type	after synthesis	synth area share (%)
AND-OR/OR-AND	846	13.7
multiplexers	1001	22.6
buffers and inverters	481	3.80
AND/OR/NAND/NOR	844	10.1
flip-flops	992	49.8
Power is estimated from default activity; no workload was simulated.
