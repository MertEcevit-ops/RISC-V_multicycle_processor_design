File: flow/design.v
module FA (
    input logic A, B, Cin,
    output logic S, Cout
);
    assign S = A ^ B ^ Cin;  
    assign Cout = (A & B) | (Cin & (A ^ B));  
endmodule
module RCA (
    input  logic [31:0] A,
    input  logic [31:0] B, 
    input  logic        Cin,     
    output logic [31:0] S,
    output logic        Cout
);
    logic [31:0] C_wire;
    genvar i;
    generate
        for (i = 0; i < 32; i++) begin : FA_loop
            if (i == 0) begin : first_bit
                FA fa_first (
                    .A    (A[i]),
                    .B    (B[i]),
                    .Cin  (Cin),           
                    .S    (S[i]),
                    .Cout (C_wire[i])
                );
            end else begin : other_bits
                FA fa_rest (
                    .A    (A[i]),
                    .B    (B[i]),
                    .Cin  (C_wire[i-1]),
                    .S    (S[i]),
                    .Cout (C_wire[i])
                );
            end
        end
    endgenerate
    assign Cout = C_wire[31];
endmodule
module adder_sub(
    input logic [31:0] A, B,
    input logic Mode,
    output logic [31:0] result,
    output logic Cout
);
    logic [31:0] B_xor;
    logic [31:0] S_wire;
    logic Cout_wire;
    logic Mode_wire;
    assign Mode_wire = Mode;
    always_comb begin
        B_xor = Mode ? ~B : B;      
    end
    RCA rca (
        .A(A),
        .B(B_xor),
        .Cin(Mode_wire),
        .S(result),
        .Cout(Cout_wire)
    );
    assign Cout = Cout_wire;  
endmodule
File: flow/run.sh
#!/bin/bash
# OpenROAD 26Q1-2900-gdf79404cd8, Yosys 0.63+post, stock flow scripts
make -C /OpenROAD-flow-scripts/flow DESIGN_CONFIG=/design/flow/config.mk WORK_HOME=/design/flow/orfs finish
File: flow/config.mk
export PLATFORM = sky130hd
export DESIGN_NAME = adder_sub
export DESIGN_NICKNAME = adder_sub
export VERILOG_FILES = /design/flow/design.v
export SDC_FILE = /design/flow/constraint.sdc
export NUM_CORES = 4
export LEC_CHECK = 1
export CORE_AREA = 10 10 93 93
export DIE_AREA = 0 0 103 103
File: flow/constraint.sdc
current_design adder_sub

set clk_period 29.2
set clk_io_pct 0.2

create_clock -name clk0 -period $clk_period

set non_clock_inputs [all_inputs -no_clocks]
set_input_delay [expr $clk_period * $clk_io_pct] -clock clk0 $non_clock_inputs
set_output_delay [expr $clk_period * $clk_io_pct] -clock clk0 [all_outputs]
==> results.toml <==
# physical design summary
[cts]
ctsHoldBuffers = 0
ctsResizeCount = 0
post-cts-setup-buffers = 0

[timing]
finalHoldViolCount = 0
rsz0062_at_grt = "no"
whs_ns = 12.57
fmax_mhz = 40.18
worstMarginPinSlew_ns = 0.4983
setup_tns_ns = 0
setup_violations = 0
final-max-slew-violation-count = 0
fin_crit_sh_pct = 85.23
period_needed_ns = 24.89
slew_headroom_pct = 66.78

[synth]
yosys.area.top_type = "fa_1"
yosys_area_mm2 = 0.001456
syn_area_per_cell_um2 = 9.046
topCellsByArea = "fa_1, buf_4, xnor2_1"
ys_top_logic_family = "adder cells"
ys_types = 10
synth.cellmix.compoundShare_pct = 0
top_cell = "inv_1"
mux_share_pct = 0.6873
yosys_warnings = 1
top_area_share_pct = 42.61
ys_sh_adder_pct = 42.61
ys_cells = 161
ys_seq_share_pct = 0
syn_inst = 161
synthSimpleGateAreaFrac_pct = 0
yosys.area_share.xor_xnor_pct = 20.27
yosys-top-cells-count = "inv_1, buf_4, fa_1"
synth_area_mm2 = 0.001456

[route]
dr.pass1.iters = 2
via_count = 1038
drt_iter0_drc = 6
ant_nets = 0
vias_per_cell = 3.414
antenna_cells = 0
drcViolationCount = 0
drt-wirelength-per-cell_um = 11.29
wl_mm = 3.432

[floorplanning]
num_rows = 30
die_h_um = 103
fp-utilization_pct = 21.56
ios = 98
die.size.x_um = 103
fp.dieArea_mm2 = 0.01061
coreArea_mm2 = 0.006756

[pwr]
p_per_area_mw_per_mm2 = 26.02
p_leak_uw = 0.001029
irDropWorstVdd_v = 0.00001115
power.total_uw = 58.25

[worst_setup_path]
critPathBufInv = 5
critPathMaxStageDelay_ns = 0.50
required_ns = 23.36
cp-end-kind = "output port"
critPathLaunchType = "input port"
cp_common_cell = "fa_1"
cp_data_arrival_time_ns = 19.05
cp_top_family = "adder cells"
crit_fanout = 2
worst_path_max_delay_cell = "clkdlybuf4s50_1"
cp_num_cells = 37
crit_type = "in2out"

[global_route]
antenna_found_initial = 0
track_usage_pct = 6.339
grt_remaining_overflow = 0
grt_pass1_wl_mm = 5.299
grt_max_degree = 30
grt_pass1_vias = 1161

[final_layout]
regArea_um2 = 0
clock_buffers = 0
fin_util_pct = 33.13
syn2layout_area_growth_pct = 53.69
ff_count = 0
drive_above_1_share_pct = 1.786

[worst_hold_path]
min_path_cells = 5
hp-class = "in2out"

[flow_run]
drv_cap = 0
tool_warnings = 32

[placement]
gp_congestion = 0.7325
place_hpwl_mm = 3.341
io_buffers = 98

[outcome]
status = "completed"
## final timing paths
kind | startpoint | to | slack (ns)
setup / recovery | B[0] | result[31] | 4.31
hold / removal | Mode | result[2] | 12.57
## per-layer routing
metal	up-vias	global-route usage (%)	routed length [um]
met2	55	10.97	1651
met1	469	7.174	1247
met5	-	0	0
met3	0	3.453	533
li1	514	-	-
met4	0	0	0
## placed cells by master, fill, tap and decap left out
cell | Yosys | final
clkdlybuf4s50_1 | 0 | 97
inv_1 | 61 | 61
fa_1 | 31 | 31
xnor2_1 | 27 | 27
xor2_1 | 3 | 3
xnor2_2 | 2 | 2
mux2i_1 | 1 | 1
buf_2 | 0 | 1
buf_4 | 32 | 1
## worst min-delay path: stages
cell and delay (ns):
buf_2 0.14, xnor2_1 0.16, fa_1 0.16, inv_1 0.03
clkdlybuf4s50_1 0.39
## cell type report
cell class         count  area (um^2)
fillers              677         4518
inverters             61        229.0
multi-input cells     64        925.9
well taps             80        100.1
repair buffers        99        983.4
## stage by stage
stage	cells	setup WS, ns	cell area [um^2]
after detailed placement	304	4.165	2238
after floorplan	161	5.266	1456
after global placement	304	4.193	2238
final	304	4.313	2238
after CTS	304	4.154	2238
after global routing	304	3.728	2238
## where the power goes
group          leakage [uW]  total [uW]  internal [uW]  switching, uW
clock                     0           0              0              0
combinational       0.00103        58.2           40.2           18.0
sequential                0           0              0              0
total               0.00103        58.2           40.2           18.0
## cell families after synthesis
group                    Yosys count
buffers and inverters             97
XOR/XNOR                          32
adder cells (fa/ha/maj)           31
multiplexers                       1
Power and IR drop assume default switching activity.
